--- flow/config.mk ---
export PLATFORM = sky130hd
export DESIGN_NAME = vending_machine_moore
export DESIGN_NICKNAME = vending_machine_moore
export VERILOG_FILES = /design/flow/design.v
export SDC_FILE = /design/flow/constraint.sdc
export NUM_CORES = 4
export LEC_CHECK = 1
export CORE_AREA = 10 10 90 90
export DIE_AREA = 0 0 100 100
--- flow/constraint.sdc ---
current_design vending_machine_moore

set clk_period 1.6
set clk_io_pct 0.2

create_clock -name clk0 -period $clk_period [get_ports {clk}]

set non_clock_inputs [all_inputs -no_clocks]
set_input_delay [expr $clk_period * $clk_io_pct] -clock clk0 $non_clock_inputs
set_output_delay [expr $clk_period * $clk_io_pct] -clock clk0 [all_outputs]
--- flow/design.v ---
module vending_machine_moore(
    input clk,
    input rst,
    input nickel,
    input dime,
    input cancel,
    input [1:0] item_select,
    output reg vend,
    output reg change_5C,
    output reg change_10C
);
parameter S_IDLE = 5'b00000,
          S_0C_15C = 5'b00001,
          S_5C_15C = 5'b00010,
          S_10C_15C = 5'b00011,
          S_15C_15C = 5'b00100,             
          S_CHANGE_5C_15C = 5'b00101,       
          S_CHANGE_10C_15C = 5'b00110,      
          S_CHANGE_5C_VEND_15C = 5'b00111,  
          S_0C_20C = 5'b01000,
          S_5C_20C = 5'b01001,
          S_10C_20C = 5'b01010,
          S_15C_20C = 5'b01011,
          S_20C_20C = 5'b01100,             
          S_CHANGE_5C_20C = 5'b01101,       
          S_CHANGE_10C_20C = 5'b01110,      
          S_CHANGE_15C_20C = 5'b01111,      
          S_CHANGE_5C_VEND_20C = 5'b10000,  
          S_0C_25C = 5'b10001,
          S_5C_25C = 5'b10010,
          S_10C_25C = 5'b10011,
          S_15C_25C = 5'b10100,
          S_20C_25C = 5'b10101,
          S_25C_25C = 5'b10110,             
          S_CHANGE_5C_25C = 5'b10111,       
          S_CHANGE_10C_25C = 5'b11000,      
          S_CHANGE_15C_25C = 5'b11001,      
          S_CHANGE_20C_25C = 5'b11010,      
          S_CHANGE_5C_VEND_25C = 5'b11011;  
parameter ITEM_15C = 2'b01,
          ITEM_20C = 2'b10,
          ITEM_25C = 2'b11;
reg [4:0] ps, ns;  
always @(posedge clk or negedge rst) begin
    if(!rst) begin
        ps <= S_IDLE;
    end
    else begin
        ps <= ns;
    end
end
always @(*) begin
    ns = ps;
    vend = 1'b0;
    change_5C = 1'b0;
    change_10C = 1'b0;
    case(ps)
        S_IDLE: begin
            if(item_select == ITEM_15C)
                ns = S_0C_15C;
            else if(item_select == ITEM_20C)
                ns = S_0C_20C;
            else if(item_select == ITEM_25C)
                ns = S_0C_25C;
        end
        S_0C_15C: begin
            if(nickel) ns = S_5C_15C;
            else if(dime) ns = S_10C_15C;
            else if(cancel) ns = S_IDLE;
        end
        S_5C_15C: begin
            if(nickel) ns = S_10C_15C;
            else if(dime) ns = S_15C_15C;  
            else if(cancel) ns = S_CHANGE_5C_15C;
        end
        S_10C_15C: begin
            if(nickel) ns = S_15C_15C;  
            else if(dime) ns = S_CHANGE_5C_VEND_15C;  
            else if(cancel) ns = S_CHANGE_10C_15C;
        end
        S_15C_15C: begin
            ns = S_IDLE;
            vend = 1'b1;
        end
        S_CHANGE_5C_15C: begin
            ns = S_IDLE;
            change_5C = 1'b1;
        end
        S_CHANGE_10C_15C: begin
            ns = S_IDLE;
            change_10C = 1'b1;
        end
        S_CHANGE_5C_VEND_15C: begin
            ns = S_IDLE;
            vend = 1'b1;
            change_5C = 1'b1;
        end
        S_0C_20C: begin
            if(nickel) ns = S_5C_20C;
            else if(dime) ns = S_10C_20C;
            else if(cancel) ns = S_IDLE;
        end
        S_5C_20C: begin
            if(nickel) ns = S_10C_20C;
            else if(dime) ns = S_15C_20C;
            else if(cancel) ns = S_CHANGE_5C_20C;
        end
        S_10C_20C: begin
            if(nickel) ns = S_15C_20C;
            else if(dime) ns = S_20C_20C;  
            else if(cancel) ns = S_CHANGE_10C_20C;
        end
        S_15C_20C: begin
            if(nickel) ns = S_20C_20C;  
            else if(dime) ns = S_CHANGE_5C_VEND_20C;  
            else if(cancel) ns = S_CHANGE_15C_20C;
        end
        S_20C_20C: begin
            ns = S_IDLE;
            vend = 1'b1;
        end
        S_CHANGE_5C_20C: begin
            ns = S_IDLE;
            change_5C = 1'b1;
        end
        S_CHANGE_10C_20C: begin
            ns = S_IDLE;
            change_10C = 1'b1;
        end
        S_CHANGE_15C_20C: begin  
            ns = S_CHANGE_5C_20C;
            change_10C = 1'b1;
        end
        S_CHANGE_5C_VEND_20C: begin
            ns = S_IDLE;
            vend = 1'b1;
            change_5C = 1'b1;
        end
        S_0C_25C: begin
            if(nickel) ns = S_5C_25C;
            else if(dime) ns = S_10C_25C;
            else if(cancel) ns = S_IDLE;
        end
        S_5C_25C: begin
            if(nickel) ns = S_10C_25C;
            else if(dime) ns = S_15C_25C;
            else if(cancel) ns = S_CHANGE_5C_25C;
        end
        S_10C_25C: begin
            if(nickel) ns = S_15C_25C;
            else if(dime) ns = S_20C_25C;
            else if(cancel) ns = S_CHANGE_10C_25C;
        end
        S_15C_25C: begin
            if(nickel) ns = S_20C_25C;
            else if(dime) ns = S_25C_25C;  
            else if(cancel) ns = S_CHANGE_15C_25C;
        end
        S_20C_25C: begin
            if(nickel) ns = S_25C_25C;  
            else if(dime) ns = S_CHANGE_5C_VEND_25C;  
            else if(cancel) ns = S_CHANGE_20C_25C;
        end
        S_25C_25C: begin
            ns = S_IDLE;
            vend = 1'b1;
        end
        S_CHANGE_5C_25C: begin
            ns = S_IDLE;
            change_5C = 1'b1;
        end
        S_CHANGE_10C_25C: begin
            ns = S_IDLE;
            change_10C = 1'b1;
        end
        S_CHANGE_15C_25C: begin  
            ns = S_CHANGE_5C_25C;
            change_10C = 1'b1;
        end
        S_CHANGE_20C_25C: begin  
            ns = S_CHANGE_10C_25C;
            change_10C = 1'b1;
        end
        S_CHANGE_5C_VEND_25C: begin
            ns = S_IDLE;
            vend = 1'b1;
            change_5C = 1'b1;
        end
        default: begin
            ns = S_IDLE;
        end
    endcase
end
endmodule
--- flow/run.sh ---
#!/bin/bash
# OpenROAD 26Q1-2900-gdf79404cd8, Yosys 0.63+post, stock flow scripts
make -C /OpenROAD-flow-scripts/flow DESIGN_CONFIG=/design/flow/config.mk WORK_HOME=/design/flow/orfs finish
==> summary.txt <==
Status - complete, but fails checks
Violated checks - negative setup slack
# port buffers - 9
Syn_area_per_cell - 12.1 sq um
Wire per inst - 11.7 um
Period utilization - 119%
Distinct lib cells - 22
Drt pass-1 iters - 4
Fp_density - 17.2%
Area grow syn2layout - 37.1%
CP arrival - 1580 ps
Setup skew after layout - 1.27 ps
First-pass GRT wire length - 4010 um
Cell Pwr Density - 938 mW/mm^2
Die H - 100 um
Final HPWL DP - 1590 um
# hold bufs at CTS - 0
Worst VDD drop - 335 uV
TritonCTS clock tree - done
Synthesized instance count - 89
# diodes - 0
Synth warn - 1
Final WS setup - -301 ps
H-tree levels - 1
Max FFs per register - 28
GR peak layer - met2
Clock Path Buffers - 2
Core ar. - 0.00628 sq mm
Critical Path Max Stage Delay - 520 ps
Yosys cell count - 89
CP Launch Type - flop
Row count - 29
Synth flops - 28
Via density - 4.05
Number of hold violations in the final report - 0
OpenROAD warnings - 27
Chip area - 0.0100 sq mm
Slew at the pin closest to its max-slew limit - 401 ps
Max-slew violations - 0
Gp weighted congestion - 0.791
DRC - 0
Hold Crit Class - in -> async
Vias - 789
GRT overflow - 0
Crit path max fanout - 2
Static Leak - 0.719 nW
Clk Tree Root Cell - clkbuf_8
Largest net degree at the start of global routing - 29
RSZ-0062 raised after global routing - yes
Vias in the first global route - 807
Post-synth EDFFs - 0
Clk latency of the worst-skew pair - 260 ps
Most flop-heavy register - ps
CP delay by family, top - simple AND/OR/NAND/NOR gates
Slowest stage cell, crit path - or4_1
Rel. slew slack - 73.1%
1st-iter DRT viols - 84
Clock sink total - 28
Antenna violations before repair - 0
Register share after synthesis - 65.1%
CP Capture Type - output pin
Met1 Use GR - 6.75%
Critical path data required time - 1280 ps
Synth Cell Area - 0.00108 sq mm
Power, Total - 1.39 mW
Detailed Route WL - 2270 um
YS chip area - 0.00108 sq mm
Gate Area - 380 sq um
Clock transition at the registers of the reported paths - 90 ps
Async SR Flop Fraction - 100%
TNS Setup - -301 ps
Storage cell area - 702 sq um
Most common logic cells in the final layout - dfrtp_1, buf_4, and2_1, nand2_1
Met2 GRT Util - 7.42%
Worst Setup Path Type - reg -> out
F_max - 526 MHz
# setup viols final - 1
Antenna Nets Post-Route - 0
Most used logic cell in the final layout - dfrtp_1
TritonCTS Buffers - 3
Buf/Inv on CP - 1
Max Cap Viol - 0
Overall die width - 100 um
Total GRT Usage - 4.89%
Boundary Pins - 10
Final min period - 1900 ps
GR Layer Usage met3 - 1.39%
Largest registers - ps: 28 flops
Share of post-route cells with drive strength above 1 - 25.4%
Worst path cell trace - or4_1 > or3_1 > buf_2
Filler cell count - 656
Dominant flop cell - dfrtp_1
layer usage:
layer / share of wire [%] / vias up
met3: 4.3 / 6
met2: 47 / 13
li1: - / 378
met1: 46 / 392
met5: 0 / -
met4: 2.4 / 0
logic make-up (layout without fill, tap and decap cells):
kind of cell           Yosys count  after routing  share of synthesized area, %
AND/OR/NAND/NOR                 30             30                          14.8
flip-flops                      28             28                          65.1
AND-OR/OR-AND                   26             26                          18.1
buffers and inverters            5             34                          1.97
worst paths after layout:
kind	endpoint	slack [ps]	start	depth (start not counted)
worst max-delay path	vend	-300	ps[4]$_DFF_PN0_	3
worst min-delay path	ps[5]$_DFF_PN0_	410	rst	2
max in group asynchronous	ps[0]$_DFF_PN1_	880	rst	2
worst max register to register	ps[0]$_DFF_PN1_	90	ps[3]$_DFF_PN0_	9
min in group clk0	ps[3]$_DFF_PN0_	500	ps[10]$_DFF_PN0_	1
worst min register to register	ps[3]$_DFF_PN0_	500	ps[10]$_DFF_PN0_	1
per-stage QoR:
| step | area (sq um) | setup slack (ps) | utilization, % | instances | hold slack, ps |
|---|---|---|---|---|---|
| 6_report | 1480 | -301 | 23.6 | 195 | 415 |
| 5_1_grt | 1480 | -373 | 23.6 | 195 | 446 |
| 4_1_cts | 1510 | -367 | 24.1 | 199 | 435 |
| 3_3_place_gp | 1320 | -322 | 21.0 | 181 | 450 |
| 2_1_floorplan | 1080 | 137 | - | 89 | 24.4 |
| 3_5_place_dp | 1320 | -324 | 21.0 | 181 | 451 |
layout make-up:
| class | instances | area share [%] |
|---|---|---|
| tap | 77 | 6.51 |
| multi-input combinational | 56 | 25.7 |
| sequential | 28 | 47.5 |
| timing repair buffer | 28 | 16.1 |
| inverter | 2 | 0.508 |
| clock buffer | 4 | 3.72 |
repair_timing:
item / in CTS / in global routing
pin swaps: 7 / 7
setup endpoints to repair: 3 / 4
setup buffers: 14 / 2
gates resized: 15 / 4
report_power, final:
| part | internal [mW] | switching [mW] |
|---|---|---|
| sequential | 0.757 | 0.0410 |
| clock | 0.220 | 0.200 |
| combinational | 0.0950 | 0.0746 |
| total | 1.07 | 0.316 |
synthesized netlist by cell type (all sizes together) (2+ instances only):
cell type | count | area (sq um)
and2 | 9 | 56.3
inv | 2 | 7.51
nor3 | 3 | 15.0
a22oi | 6 | 45.0
a21o | 3 | 22.5
nor2 | 3 | 11.3
nand2 | 9 | 33.8
o31ai | 2 | 15.0
o21ai | 6 | 30.0
buf | 2 | 10.0
a22o | 6 | 52.6
dfrtp | 27 | 676
a32o | 2 | 20.0
Power and IR drop assume default switching activity.
