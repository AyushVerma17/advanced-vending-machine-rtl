[flow/design.v]
module vending_machine_mealy(
    input clk,
    input rst,
    input nickel,
    input dime,
    input cancel,
    input [1:0] item_select,
    output reg vend,
    output reg change_5C,
    output reg change_10C
);
parameter S_IDLE = 4'b0000,
          S_0C_15C = 4'b0001,
          S_5C_15C = 4'b0010,
          S_10C_15C = 4'b0011,
          S_0C_20C = 4'b0100,
          S_5C_20C = 4'b0101,
          S_10C_20C = 4'b0110,
          S_15C_20C = 4'b0111,
          S_CHANGE_15C_20C = 4'b1000,    
          S_0C_25C = 4'b1001,
          S_5C_25C = 4'b1010,
          S_10C_25C = 4'b1011,
          S_15C_25C = 4'b1100,
          S_20C_25C = 4'b1101,
          S_CHANGE_15C_25C = 4'b1110,    
          S_CHANGE_20C_25C = 4'b1111;    
parameter ITEM_15C = 2'b01,
          ITEM_20C = 2'b10,
          ITEM_25C = 2'b11;
reg first_coin_dispensed, next_coin_dispensed;  
reg [3:0] ps, ns;  
always @(posedge clk or negedge rst) begin
    if(!rst) begin
        ps <= S_IDLE;
        first_coin_dispensed <= 1'b0;
    end
    else begin
        ps <= ns;
        first_coin_dispensed <= next_coin_dispensed;
    end
end
always @(*) begin
    ns = ps;
    next_coin_dispensed = first_coin_dispensed;
    vend = 1'b0;
    change_5C = 1'b0;
    change_10C = 1'b0;
    case(ps)
        S_IDLE: begin
            if(item_select == ITEM_15C)
                ns = S_0C_15C;
            else if(item_select == ITEM_20C)
                ns = S_0C_20C;
            else if(item_select == ITEM_25C)
                ns = S_0C_25C;
        end
        S_0C_15C: begin
            if(nickel) ns = S_5C_15C;
            else if(dime) ns = S_10C_15C;
            else if(cancel) ns = S_IDLE;
        end
        S_5C_15C: begin
            if(nickel) ns = S_10C_15C;
            else if(dime) begin  
                ns = S_IDLE;
                vend = 1'b1;
            end
            else if(cancel) begin
                ns = S_IDLE;
                change_5C = 1'b1;
            end
        end
        S_10C_15C: begin
            if(nickel) begin  
                ns = S_IDLE;
                vend = 1'b1;
            end
            else if(dime) begin  
                ns = S_IDLE;
                vend = 1'b1;
                change_5C = 1'b1;
            end
            else if(cancel) begin
                ns = S_IDLE;
                change_10C = 1'b1;
            end
        end
        S_0C_20C: begin
            if(nickel) ns = S_5C_20C;
            else if(dime) ns = S_10C_20C;
            else if(cancel) ns = S_IDLE;
        end
        S_5C_20C: begin
            if(nickel) ns = S_10C_20C;
            else if(dime) ns = S_15C_20C;
            else if(cancel) begin
                ns = S_IDLE;
                change_5C = 1'b1;
            end
        end
        S_10C_20C: begin
            if(nickel) ns = S_15C_20C;
            else if(dime) begin  
                ns = S_IDLE;
                vend = 1'b1;
            end
            else if(cancel) begin
                ns = S_IDLE;
                change_10C = 1'b1;
            end
        end
        S_15C_20C: begin
            if(nickel) begin  
                ns = S_IDLE;
                vend = 1'b1;
            end
            else if(dime) begin  
                ns = S_IDLE;
                vend = 1'b1;
                change_5C = 1'b1;
            end
            else if(cancel) begin
                ns = S_CHANGE_15C_20C;
            end
        end
        S_0C_25C: begin
            if(nickel) ns = S_5C_25C;
            else if(dime) ns = S_10C_25C;
            else if(cancel) ns = S_IDLE;
        end
        S_5C_25C: begin
            if(nickel) ns = S_10C_25C;
            else if(dime) ns = S_15C_25C;
            else if(cancel) begin
                ns = S_IDLE;
                change_5C = 1'b1;
            end
        end
        S_10C_25C: begin
            if(nickel) ns = S_15C_25C;
            else if(dime) ns = S_20C_25C;
            else if(cancel) begin
                ns = S_IDLE;
                change_10C = 1'b1;
            end
        end
        S_15C_25C: begin
            if(nickel) ns = S_20C_25C;
            else if(dime) begin  
                ns = S_IDLE;
                vend = 1'b1;
            end
            else if(cancel) begin
                ns = S_CHANGE_15C_25C;             
            end
        end
        S_20C_25C: begin
            if(nickel) begin  
                ns = S_IDLE;
                vend = 1'b1;
            end
            else if(dime) begin  
                ns = S_IDLE;
                vend = 1'b1;
                change_5C = 1'b1;
            end
            else if(cancel) begin
                ns = S_CHANGE_20C_25C;
            end
        end
        S_CHANGE_15C_20C: begin  
            if(!first_coin_dispensed) begin
                change_10C = 1'b1;
                next_coin_dispensed = 1'b1;
                ns = S_CHANGE_15C_20C;
            end
            else begin
                change_5C = 1'b1;
                next_coin_dispensed = 1'b0;
                ns = S_IDLE;
            end
        end         
        S_CHANGE_15C_25C: begin  
            if(!first_coin_dispensed) begin
                change_10C = 1'b1;
                next_coin_dispensed = 1'b1;
                ns = S_CHANGE_15C_25C;
            end
            else begin
                change_5C = 1'b1;
                next_coin_dispensed = 1'b0;
                ns = S_IDLE;
            end
        end        
        S_CHANGE_20C_25C: begin  
            if(!first_coin_dispensed) begin
                change_10C = 1'b1;
                next_coin_dispensed = 1'b1;
                ns = S_CHANGE_20C_25C;
            end
            else begin
                change_10C = 1'b1;
                next_coin_dispensed = 1'b0;
                ns = S_IDLE;
            end
        end
        default: begin
            ns = S_IDLE;
        end
    endcase
end
endmodule
[flow/run.sh]
#!/bin/bash
# OpenROAD 26Q1-2900-gdf79404cd8, Yosys 0.63+post, stock flow scripts
make -C /OpenROAD-flow-scripts/flow DESIGN_CONFIG=/design/flow/config.mk WORK_HOME=/design/flow/orfs finish
[flow/config.mk]
export PLATFORM = sky130hd
export DESIGN_NAME = vending_machine_mealy
export DESIGN_NICKNAME = vending_machine_mealy
export VERILOG_FILES = /design/flow/design.v
export SDC_FILE = /design/flow/constraint.sdc
export NUM_CORES = 4
export LEC_CHECK = 1
export CORE_AREA = 10 10 88 88
export DIE_AREA = 0 0 98 98
[flow/constraint.sdc]
current_design vending_machine_mealy

set clk_period 3.0
set clk_io_pct 0.2

create_clock -name clk0 -period $clk_period [get_ports {clk}]

set non_clock_inputs [all_inputs -no_clocks]
set_input_delay [expr $clk_period * $clk_io_pct] -clock clk0 $non_clock_inputs
set_output_delay [expr $clk_period * $clk_io_pct] -clock clk0 [all_outputs]
==> results.sh <==
# implementation run metrics
export IMPL_drtPass1Iterations=4
export IMPL_drive_gt1_share_pct=11.5
export IMPL_vias=726
export IMPL_worstSetupPathType="in -> out"
export IMPL_clockRootBuffer="clkbuf_8"
export IMPL_cts_hold_repair_buffers=0
export IMPL_fill_cells=649
export IMPL_buffer_ports_inserted=9
export IMPL_fp_coreArea_mm2=0.00592
export IMPL_cts_resized=0
export IMPL_vias_per_cell=4.06
export IMPL_dieHeight_um=98
export IMPL_cts_max_level=1
export IMPL_wl_cell_um=11.8
export IMPL_worst_ep_required_time_ns=2.40
export IMPL_cts_post_setup_buffers_inserted=0
export IMPL_hpwl_mm=1.54
export IMPL_tritoncts_clock_tree="done"
export IMPL_wl_mm=2.11
export IMPL_drc=0
export IMPL_detail_route_iter0_violations=53
export IMPL_first_global_vias=708
export IMPL_type_of_destination_of_the_critical_path="output pin"
export IMPL_max_cap_violations=0
export IMPL_gp_congestion=0.859
export IMPL_worstHoldStart="ps[0]"
export IMPL_startpoint_type="input port"
export IMPL_ys_cells=90
export IMPL_synth_seq_cells=17
export IMPL_synth_lib_cells_used_distinct=27
export IMPL_core_rows=28
export IMPL_die_width_um=98
export IMPL_critical_path_peak_fanout=4
export IMPL_peakVddDrop_v=0.000203
export IMPL_grt_antenna_before_repair=0
export IMPL_power_density_cell_area_mw_per_mm2=633
export IMPL_gr_total_overflow=0
export IMPL_area_growth_syn_to_layout_pct=28.8
export IMPL_cts_inserted_buffers=3
export IMPL_chipArea_mm2=0.00960
export IMPL_cts_reportedPaths_clkPinSlew_ns=0.07
export IMPL_clock_fmax_mhz=352
export IMPL_floorplanUtilization_pct=14.6
export IMPL_status="finished clean"
export IMPL_grt_setup_unrepaired="false"
export IMPL_lay_top_count="dfrtp_1"
export IMPL_timing_final_hold_violations=0
export IMPL_cts_buffer_depth=2
export IMPL_final_setup_viol_count=0
export IMPL_gr_usage_all_layers_pct=4.47
export IMPL_clock_skew_ns=0.00169
export IMPL_layout_worst_path_cycle_share_pct=94.8
export IMPL_ys_chip_area_um2=863
export IMPL_grt_start_max_net_pins=18
export IMPL_final_max_slew_violation_count=0
export IMPL_number_of_warnings_in_the_stage_logs=25
export IMPL_regToRegStartpoint="ps[5]"
export IMPL_first_pass_grt_wire_length_mm=3.62
export IMPL_worst_slew_pin_transition_ns=0.771
export IMPL_ys_seq_share_pct=49.4
export IMPL_top_level_ports=10
export IMPL_worstPathArrival_ns=2.24
export IMPL_numClockSinks=17
export IMPL_antenna_cells_inserted=0
export IMPL_post_layout_total_power_w=0.000704
export IMPL_leading_cell_types_in_the_layout_fill_and_taps_excluded="dfrtp_1, o21ai_0, nand2_1"
export IMPL_clock_latency_ns=0.25
export IMPL_synth_area_per_inst_um2=9.59
export IMPL_netlist_area_um2=863
export IMPL_synth_warnings=1
export IMPL_final_min_clock_period_ns=2.84
export IMPL_startpoint="dime"
export IMPL_p_leak_nw=0.451
export IMPL_synthCells=90
export IMPL_finalSetupTns_ns=0
export IMPL_timing_slew_headroom_pct=48.5
export IMPL_postRouteAntennaNets=0
export IMPL_holdCritPathClass="reg -> reg"
## layout make-up
cell class | instances | area (um2) | area share [%]
multi-input combinational | 66 | 410 | 36.9
clock buffer | 3 | 41.3 | 3.71
tap | 75 | 93.8 | 8.44
clock inverter | 1 | 5.00 | 0.450
timing repair buffer | 13 | 120 | 10.8
sequential | 17 | 427 | 38.4
inverter | 4 | 15.0 | 1.35
## cells in the mapped netlist
cell type	number	area, um2
a21oi_1	3	15.0
or4b_4	1	13.8
a22oi_1	4	30.0
dfstp_2	1	26.3
or4_1	1	7.51
or3_1	2	12.5
a22o_1	3	26.3
a2111o_1	1	11.3
nor3b_1	4	30.0
clkbuf_1	3	11.3
nor4_1	3	18.8
inv_1	4	15.0
o2bb2ai_1	1	8.76
a41o_1	1	10.0
and2_1	1	6.26
or4_4	1	11.3
dfrtp_1	16	400
o22ai_1	1	6.26
nand2b_1	1	6.26
nand2_1	11	41.3
nor2_1	5	18.8
a32o_1	2	20.0
nand3_1	1	5.00
o21ai_0	12	60.1
a311o_1	1	10.0
nor3_1	5	25.0
xnor2_2	1	16.3
## report_power, final
part	internal [W]	switching, W	total (W)
sequential	0.000268	0.0000514	0.000319
clock	0.0000921	0.0000781	0.000170
combinational	0.000131	0.0000832	0.000214
total	0.000491	0.000213	0.000704
## registers in the layout (all words and copies together), names as in the netlist
signal,flops
ps,16
first_coin_dispensed,1
## stage by stage
step	std cells	area [um2]	worst slack [ns]	util, %	hold slack, ns
after floorplan	90	863	1.11	-	0.304
after global placement	175	1070	0.188	18.0	0.535
after detailed placement	175	1070	0.185	18.0	0.530
after CTS	179	1110	0.168	18.8	0.541
after global routing	179	1110	0.0505	18.8	0.574
final	179	1110	0.157	18.8	0.543
## path summary, 6_finish.rpt
| kind | slack [ns] | cells after the start | to |
|---|---|---|---|
| max reg2reg | 1.22 | 3 | first_coin_dispensed |
| max | 0.16 | 4 | change_5C |
| min in group asynchronous | 0.80 | 1 | ps[15] |
| min | 0.54 | 2 | ps[2] |
| min reg2reg | 0.54 | 2 | ps[2] |
| max in group asynchronous | 1.72 | 1 | ps[6] |
## critical path: stages
cell             delay (ns)
clkdlybuf4s50_1        0.46
nor3b_1                0.46
a41o_1                 0.25
clkdlybuf4s50_1        0.47
## kinds of logic after synthesis
group	synth area share, %
AND/OR/NAND/NOR	22.8
buffers and inverters	3.04
flip-flops	49.4
AND-OR/OR-AND	22.9
XOR/XNOR	1.88
## routing by layer
metal / routed length (um) / vias up / global-route usage, % / part of all wire, %
met3: 173 / 2 / 1.99 / 8.2
met2: 779 / 18 / 5.74 / 37
li1: - / 371 / - / -
met1: 1150 / 335 / 6.87 / 54
met4: 8 / 0 / 0.336 / 0.38
met5: 0 / - / 0 / 0
